==> flow/config.mk <==
export PLATFORM = sky130hd
export DESIGN_NAME = ifq
export DESIGN_NICKNAME = ifq
export VERILOG_FILES = /design/flow/design.v
export SDC_FILE = /design/flow/constraint.sdc
export NUM_CORES = 4
export LEC_CHECK = 1
export CORE_UTILIZATION = 30
==> flow/run.sh <==
#!/bin/bash
# OpenROAD 26Q1-2900-gdf79404cd8, Yosys 0.63+post, stock flow scripts
make -C /OpenROAD-flow-scripts/flow DESIGN_CONFIG=/design/flow/config.mk WORK_HOME=/design/flow/orfs finish
==> flow/constraint.sdc <==
current_design ifq

set clk_period 25.0
set clk_io_pct 0.2

create_clock -name clk0 -period $clk_period [get_ports {clk}]

set non_clock_inputs [all_inputs -no_clocks]
set_input_delay [expr $clk_period * $clk_io_pct] -clock clk0 $non_clock_inputs
set_output_delay [expr $clk_period * $clk_io_pct] -clock clk0 [all_outputs]
==> flow/design.v <==
module fifo_ifq #(parameter CACHE_LINE_WIDTH=128, FIFO_DEPTH=4)(
input logic 								clk,
input logic 								rst,
input logic [CACHE_LINE_WIDTH-1:0] 	Data_in,
input logic									flush,
input logic [1:0]							Jmp_Branch_Bits_2_3,
input logic 								fifo_write_en,
input logic									read_instruction,
output logic								fifo_full,
output logic								fifo_empty,
output logic [CACHE_LINE_WIDTH-1:0] Data_out,
output logic [4:0]						wp,rp
);
logic [CACHE_LINE_WIDTH-1:0] fifo_mem[FIFO_DEPTH];
always_ff @(posedge clk or posedge rst) begin
   if (rst) begin
      wp <= 'b0;
      for (int i = 0; i < FIFO_DEPTH; i++)
         fifo_mem[i] <= '0;
   end 
	else if (flush) begin
      wp <= 'h4;
      fifo_mem[0] <= Data_in;
      for (int i = 1; i < FIFO_DEPTH; i++)
         fifo_mem[i] <= '0;
   end 
	else if (fifo_write_en && !fifo_full) begin
      fifo_mem[wp[3:2]] <= Data_in;
      wp <= wp + 'h4;
   end
end
always_ff @(posedge clk or posedge rst) begin
   if (rst) begin
		rp <= 'b0;
   end
	else if(flush) begin
		rp[4:2] <= 'b0;
		rp[1:0] <= Jmp_Branch_Bits_2_3;
	 end
	else if(rp[4:2] == 'b0)
		rp <= rp + 1'b1;
	else if (read_instruction && !fifo_empty)
		rp <= rp + 1'b1;
	else if (!read_instruction)
		rp <= rp;	
end
assign fifo_empty = (wp[4:2] == rp[4:2]);
always_comb begin
    if (flush)
        fifo_full = 1'b0;
	 else if (rst)
		  fifo_full = 1'b0;
    else
        fifo_full = (((wp[3:2] + 2'd1) & 2'd3) == rp[3:2]);
end 
assign Data_out = fifo_mem[rp[3:2]];
endmodule
module ifq #(parameter DATA_WIDTH=32, CACHE_LINE_WIDTH=128, FIFO_DEPTH=4)(
input logic 							clk,
input logic 							rst,
input logic [CACHE_LINE_WIDTH-1:0] 	    D_out,
input logic								d_out_valid,
input logic 							rd_en,
input logic [DATA_WIDTH-1:0]			Jmp_branch_address,
input logic 							jmp_branch_valid,
input logic                             branch_nt_next_inst,
input logic                             branch_signal,
output logic [DATA_WIDTH-1:0]			PC_in, 								
output logic [DATA_WIDTH-1:0]			PC_out, 		
output logic [DATA_WIDTH-1:0]			Instr,
output logic 							rd_en_o,
output logic							abort,
output logic 							empty 		
);
logic [CACHE_LINE_WIDTH-1:0] FIFO_out;		 
logic [4:0]   rp,wp;			 
logic [DATA_WIDTH-1:0] IFQ_mux_2_bypass_mux;  
logic [DATA_WIDTH-1:0] IFQ_mux_1st_instr;  
logic [DATA_WIDTH-1:0] IFQ_mux_1st_or_FIFO_inst; 
logic [DATA_WIDTH-1:0] PC_in_Plus_16;
logic [DATA_WIDTH-1:0] PC_in_reg;
logic 					  fifo_full;
logic [DATA_WIDTH-1:0] PC_out_i_w;
logic [DATA_WIDTH-1:0] IFQ_after_bnt;
logic [DATA_WIDTH-1:0] IFQ_bnt;
assign PC_in = jmp_branch_valid ? Jmp_branch_address : PC_in_reg;
assign PC_in_Plus_16 = PC_in + 'h10;
pc #(.WIDTH(DATA_WIDTH))program_counter_fetch(.clk(clk), .rst(rst), .enable(~fifo_full), .Data_i(PC_in_Plus_16), .Data_o(PC_in_reg));
assign PC_out_i_w = jmp_branch_valid ? Jmp_branch_address : (PC_out + 'h4);
pc #(.WIDTH(DATA_WIDTH))program_counter_out(.clk(clk), .rst(rst), .enable((rd_en | jmp_branch_valid)), .Data_i(PC_out_i_w), .Data_o(PC_out));
fifo_ifq #(.CACHE_LINE_WIDTH(CACHE_LINE_WIDTH), .FIFO_DEPTH(FIFO_DEPTH)) ifq_FIFO(
.clk(clk),
.rst(rst),
.Data_in(D_out),							 
.flush(jmp_branch_valid),
.Jmp_Branch_Bits_2_3(Jmp_branch_address[3:2]),
.fifo_write_en(d_out_valid && rd_en),
.read_instruction(rd_en),
.fifo_full(fifo_full),
.fifo_empty(empty),
.Data_out(FIFO_out),
.rp(rp), .wp(wp)
);
mux4_1 #(.WIDTH(32)) mux_ifq_output (
.Data0(FIFO_out[31:0]), 
.Data1(FIFO_out[63:32]), 
.Data2(FIFO_out[95:64]),
.Data3(FIFO_out[127:96]), 
.sel(rp[1:0]),  
.Data_o(IFQ_mux_2_bypass_mux) 
);
mux4_1 #(.WIDTH(32)) mux_1st_instr (
.Data0(D_out[31:0]), 
.Data1(D_out[63:32]), 
.Data2(D_out[95:64]),
.Data3(D_out[127:96]), 
.sel(rp[1:0]),  
.Data_o(IFQ_mux_1st_instr) 
);
mux4_1 #(.WIDTH(32)) mux_bnt_instr (
.Data0(FIFO_out[31:0]), 
.Data1(FIFO_out[63:32]), 
.Data2(FIFO_out[95:64]),
.Data3(FIFO_out[127:96]), 
.sel(rp[1:0] + 'h1),  
.Data_o(IFQ_bnt) 
);
always_comb begin 
    IFQ_mux_1st_or_FIFO_inst = 'b0;
    if(empty && d_out_valid)
        IFQ_mux_1st_or_FIFO_inst = IFQ_mux_1st_instr;
    else
        IFQ_mux_1st_or_FIFO_inst = IFQ_mux_2_bypass_mux;
end
always_comb begin 
    IFQ_after_bnt = 'b0;
    if(branch_nt_next_inst && jmp_branch_valid == 1'b1)
        IFQ_after_bnt = IFQ_bnt;
    else if(branch_nt_next_inst && jmp_branch_valid == 1'b0)
        IFQ_after_bnt = IFQ_mux_1st_or_FIFO_inst;
    else if(branch_nt_next_inst == 'b0 && jmp_branch_valid == 1'b1)
        IFQ_after_bnt = IFQ_bnt;
    else
        IFQ_after_bnt = IFQ_mux_1st_or_FIFO_inst;
end
assign Instr = IFQ_after_bnt;
assign rd_en_o = ~fifo_full;
assign abort = 1'b0;
endmodule
module mux4_1 #(
    parameter int WIDTH = 32
)(
    input  logic [WIDTH-1:0] Data0,  
    input  logic [WIDTH-1:0] Data1,  
    input  logic [WIDTH-1:0] Data2,  
    input  logic [WIDTH-1:0] Data3,  
    input  logic [1:0]       sel,    
    output logic [WIDTH-1:0] Data_o  
);
    always_comb begin
        unique case (sel)
            2'b00:   Data_o = Data0;
            2'b01:   Data_o = Data1;
            2'b10:   Data_o = Data2;
            2'b11:   Data_o = Data3;
            default: Data_o = Data0;  
        endcase
    end
endmodule
module pc #(
    parameter int WIDTH = 32
)(
    input  logic              clk,
    input  logic              rst,
    input  logic              enable,
    input  logic [WIDTH-1:0]  Data_i,
    output logic [WIDTH-1:0]  Data_o
);
    always_ff @(posedge clk or posedge rst) begin
        if (rst)
            Data_o <= 32'h400_000;   
        else if (enable)
            Data_o <= Data_i;
		  else Data_o <= Data_o;
    end
endmodule
==> flow_results.xml <==
<?xml version="1.0" encoding="UTF-8"?>
<metrics>
  <group name="final_timing">
    <metric name="slew-limit-headroom" unit="%">42.4</metric>
    <metric name="timing_hold_violations_final" unit="">0</metric>
    <metric name="timing.clock.skew" unit="ps">24.8</metric>
    <metric name="grt_setup_unrepaired" unit="">false</metric>
    <metric name="fin_crit_sh" unit="%">51.6</metric>
    <metric name="post-route-worst-setup-slack" unit="ps">12090</metric>
    <metric name="final-setup-viol-count" unit="">0</metric>
    <metric name="max_slew.worst_pin.slew" unit="ps">864</metric>
    <metric name="finalSetupTns" unit="ps">0</metric>
    <metric name="layout_min_cycle_time" unit="ps">12910</metric>
    <metric name="max_freq" unit="MHz">77.5</metric>
    <metric name="timing.final.max_slew_violations" unit="">0</metric>
  </group>
  <group name="global_routing">
    <metric name="via_count_of_the_first_global_routing_pass" unit="">26300</metric>
    <metric name="globalRouteTotalUtil" unit="%">21.0</metric>
    <metric name="grt_start_max_net_pins" unit="">107</metric>
    <metric name="grt_first_pass_wirelength" unit="mm">166</metric>
    <metric name="number_of_antenna_violations_at_the_first_check_in_global_routing" unit="">35</metric>
    <metric name="grt_overflow" unit="">0</metric>
  </group>
  <group name="yosys">
    <metric name="async_set_or_reset_register_ratio_after_synthesis" unit="%">100</metric>
    <metric name="yosys_warnings" unit="">5</metric>
    <metric name="synth_flop_count" unit="">584</metric>
    <metric name="edf_count" unit="">0</metric>
    <metric name="avgSynthCellArea" unit="um2">9.17</metric>
    <metric name="mapped_cell_area" unit="um2">31200</metric>
    <metric name="yosys-stat-area" unit="um2">31200</metric>
    <metric name="synth_sequential_area_ratio" unit="%">46.9</metric>
    <metric name="netlist-cell-type-count" unit="">55</metric>
    <metric name="synth_top_flop_cell" unit="">dfrtp_1</metric>
    <metric name="ys_cells" unit="">3402</metric>
    <metric name="syn_inst" unit="">3402</metric>
  </group>
  <group name="setup_path">
    <metric name="worstSetupStartpointType" unit="">input port</metric>
    <metric name="required" unit="ps">20000</metric>
    <metric name="setup.worst_path.class" unit="">input port to output port</metric>
    <metric name="r2r_cells" unit="">7</metric>
    <metric name="reg2reg_from" unit="">ifq_FIFO.rp[2]$_DFFE_PP0P_</metric>
    <metric name="critical_path_peak_fanout" unit="">79</metric>
    <metric name="capture_instance_of_the_worst_register_to_register_path" unit="">ifq_FIFO.fifo_mem[0][14]$_DFFE_PP0P_</metric>
    <metric name="critPathArrivalTime" unit="ps">7910</metric>
    <metric name="setup.reg_to_reg.worst_slack" unit="ps">21240</metric>
    <metric name="timing.critical_path.to_type" unit="">output port</metric>
  </group>
  <group name="hold_path">
    <metric name="hp-start" unit="">program_counter_fetch.Data_o[31]$_DFFE_PP0N_</metric>
    <metric name="whs_path_depth" unit="">2</metric>
    <metric name="min_path_type" unit="">register to register</metric>
    <metric name="hold_end" unit="">program_counter_fetch.Data_o[31]$_DFFE_PP0N_</metric>
  </group>
  <group name="clocking">
    <metric name="cts_hold_repair.buffers" unit="">0</metric>
    <metric name="tritoncts_clock_tree" unit="">done</metric>
    <metric name="cts_max_level" unit="">3</metric>
    <metric name="post_cts_resize_count" unit="">0</metric>
    <metric name="cts-root-to-sink-buffers" unit="">3</metric>
    <metric name="clock_buffers_created_by_tritoncts" unit="">71</metric>
    <metric name="clk_pin_slew" unit="ps">50</metric>
    <metric name="clock_insertion_delay_worst_skew" unit="ps">630</metric>
    <metric name="clockRootBuffer" unit="">clkbuf_16</metric>
    <metric name="postCtsSetupRepairBufs" unit="">0</metric>
    <metric name="clock_sink_count" unit="">584</metric>
  </group>
  <group name="floorplan">
    <metric name="floorplan.die.height" unit="um">324</metric>
    <metric name="die_x" unit="um">324</metric>
    <metric name="ios" unit="">266</metric>
    <metric name="floorplan_stage_core_utilization" unit="%">30.4</metric>
    <metric name="design.core.area" unit="um2">102000</metric>
    <metric name="die-area" unit="um2">105000</metric>
    <metric name="std_cell_rows" unit="">117</metric>
  </group>
  <group name="finish">
    <metric name="area_growth" unit="%">19.8</metric>
    <metric name="final-seq-area" unit="um2">14600</metric>
    <metric name="fillers" unit="">10300</metric>
    <metric name="multi_input_gate_area_in_the_final_layout" unit="um2">15300</metric>
    <metric name="drive_gt1_share" unit="%">12.0</metric>
  </group>
  <group name="route">
    <metric name="avgRoutedWirePerCell" unit="um">22.0</metric>
    <metric name="postRouteAntennaNets" unit="">0</metric>
    <metric name="drt_drc_violations_left" unit="">0</metric>
    <metric name="mean_number_of_vias_per_cell" unit="">5.40</metric>
    <metric name="drt_iter0_markers" unit="">2376</metric>
    <metric name="drt_pass1_iterations" unit="">6</metric>
    <metric name="drt-total-wl" unit="mm">109</metric>
    <metric name="routed-via-count" unit="">26700</metric>
  </group>
  <group name="power_and_ir_drop">
    <metric name="total_switching_power" unit="mW">0.998</metric>
    <metric name="leakagePower" unit="nW">14.2</metric>
    <metric name="power.total" unit="mW">3.03</metric>
    <metric name="pwr-share-clk" unit="%">34.5</metric>
    <metric name="irDropWorstVdd" unit="V">0.0000414</metric>
    <metric name="seqPwrFrac" unit="%">34.8</metric>
    <metric name="power_per_cell_area" unit="nW/um2">81.1</metric>
    <metric name="sw_frac_of_total" unit="%">33.0</metric>
    <metric name="cell_internal_pwr" unit="mW">2.03</metric>
    <metric name="fraction_of_power_consumed_by_combinational_cells" unit="%">30.6</metric>
  </group>
  <group name="run">
    <metric name="max-cap-violations" unit="">0</metric>
    <metric name="warnings" unit="">36</metric>
  </group>
  <group name="placement">
    <metric name="place_hpwl" unit="mm">66.6</metric>
    <metric name="gp_routability_congestion" unit="">0.852</metric>
    <metric name="detailedPlace.worstSlack" unit="ps">12160</metric>
    <metric name="buffer_ports.inserted" unit="">262</metric>
  </group>
  <group name="run_status">
    <metric name="run_status" unit="">finished, final reports clean</metric>
  </group>
</metrics>
logic make-up (layout without fill, tap and decap cells):
| kind of cell | after synthesis | in the layout | share of synthesized area, % |
|---|---|---|---|
| buf+inv | 337 | 500 | 4.38 |
| flops | 584 | 584 | 46.9 |
| other cells | 1 | 15 | 0.0120 |
| xor+xnor | 56 | 56 | 1.57 |
| simple gates | 1102 | 1102 | 14.6 |
| compound gates | 944 | 944 | 18.3 |
| mux | 368 | 368 | 13.9 |
| fa+ha+maj | 10 | 10 | 0.401 |
area by class of cell:
cell class | count | share of cell area [%]
clock inverter | 17 | 0.589
clock buffer | 109 | 5.68
multi-input combinational | 2481 | 41.0
inverter | 45 | 0.472
antenna | 14 | 0.0938
sequential | 584 | 39.1
tap | 1368 | 4.58
timing repair buffer | 329 | 8.48
power by group through the flow:
stage         Combinational (mW)  Clock, mW  Sequential (mW)
global route               0.996       1.10             1.06
finish                     0.928       1.05             1.05
CTS                        0.922       1.06             1.05
worst max-delay path by stage:
| stage | startpoint | slack, ps | cells past startpoint | endpoint |
|---|---|---|---|---|
| 4_1_cts | jmp_branch_valid | 12140 | 6 | Instr[4] |
| 5_1_grt | jmp_branch_valid | 12020 | 6 | Instr[4] |
| 6_report | jmp_branch_valid | 12090 | 6 | Instr[13] |
cell usage after synthesis (7+ instances only):
library cell | n | share of area [%]
a22oi_1 | 32 | 0.77
o22ai_1 | 64 | 1.3
o311ai_0 | 32 | 0.90
buf_1 | 32 | 0.39
nor3_1 | 8 | 0.13
dfrtp_1 | 582 | 47
mux4_2 | 32 | 2.3
nand2_1 | 899 | 11
nor2_1 | 36 | 0.43
a2bb2oi_1 | 26 | 0.73
nand3_1 | 28 | 0.45
a21oi_1 | 443 | 7.1
o21bai_1 | 32 | 0.77
mux2i_1 | 140 | 4.5
o31ai_1 | 9 | 0.22
a211oi_1 | 7 | 0.17
mux2_2 | 196 | 7.1
nand2b_1 | 71 | 1.4
inv_1 | 44 | 0.53
a32oi_1 | 32 | 0.90
nand3b_1 | 7 | 0.17
ha_1 | 10 | 0.40
o21ai_0 | 181 | 2.9
nor4_1 | 9 | 0.18
nand4_1 | 22 | 0.44
o22a_1 | 32 | 0.90
buf_2 | 59 | 0.95
xor2_1 | 30 | 0.84
a222oi_1 | 33 | 1.1
xnor2_1 | 26 | 0.73
clkbuf_1 | 195 | 2.3
flip-flops by register name, indices dropped and copies added (netlist names):
register                      count
ifq_FIFO.rp                       5
program_counter_fetch.Data_o     32
program_counter_out.Data_o       32
ifq_FIFO.fifo_mem               512
ifq_FIFO.wp                       3
per-layer routing:
metal / vias to the layer above / track usage (%) / wire length (um)
met5: - / 0 / 112
met4: 20 / 7.32 / 4080
met3: 251 / 6.58 / 9360
met2: 935 / 32.0 / 50100
met1: 13300 / 28.8 / 45100
li1: 12200 / - / -
worst max-delay path, cell delays in order:
cell and delay, ps:
buf_8 440, buf_4 670, buf_4 540, a21oi_1 80
a32oi_1 480, clkdlybuf4s50_1 580
cell usage in the layout, fill, tap and decap left out, drive strengths merged, types with 68 or more instances in the layout:
master and n:
buf 68, dfrtp 582, o21ai 181, mux2 196, nand2 899, clkdlybuf4s50 261, clkbuf 109, nand2b 71
a21oi 443, mux2i 140
through the flow:
| stage | hold WS, ps | area, um2 | std cells | utilization (%) |
|---|---|---|---|---|
| after detailed placement | 468 | 35000 | 4807 | 34.1 |
| after global placement | 462 | 35000 | 4807 | 34.1 |
| after global routing | 499 | 37400 | 4945 | 36.5 |
| final | 476 | 37400 | 4947 | 36.5 |
| after CTS | 480 | 37300 | 4933 | 36.4 |
| after floorplan | 445 | 31200 | 3402 | - |
Power figures rest on the tool's default switching activity, not on a simulated workload.
