$ cat flow/constraint.sdc
current_design single_port_ram

set clk_period 106.3
set clk_io_pct 0.2

create_clock -name clk0 -period $clk_period [get_ports {clk}]

set non_clock_inputs [all_inputs -no_clocks]
set_input_delay [expr $clk_period * $clk_io_pct] -clock clk0 $non_clock_inputs
set_output_delay [expr $clk_period * $clk_io_pct] -clock clk0 [all_outputs]
$ cat flow/config.mk
export PLATFORM = sky130hd
export DESIGN_NAME = single_port_ram
export DESIGN_NICKNAME = single_port_ram
export VERILOG_FILES = /design/flow/design.v
export SDC_FILE = /design/flow/constraint.sdc
export NUM_CORES = 4
export LEC_CHECK = 1
export CORE_UTILIZATION = 40
$ cat flow/run.sh
#!/bin/bash
# OpenROAD 26Q1-2900-gdf79404cd8, Yosys 0.63+post, stock flow scripts
make -C /OpenROAD-flow-scripts/flow DESIGN_CONFIG=/design/flow/config.mk WORK_HOME=/design/flow/orfs finish
$ cat flow/design.v
module single_port_ram #(
    parameter int DATA_WIDTH = 32,
    parameter int ADDR_WIDTH = 7
)(
    input  logic [DATA_WIDTH-1:0] data,
    input  logic [ADDR_WIDTH-1:0] addr,
    input  logic                  we,
    input  logic                  clk,
    output logic [DATA_WIDTH-1:0] q
);
    logic [DATA_WIDTH-1:0] ram [2**ADDR_WIDTH-1:0];
    always_ff @(posedge clk) begin
        if (we) begin
            ram[addr] <= data;
        end
    end
    assign q = ram[addr];
endmodule
==> run notes <==
The flow completed. The slowest stage of the critical path belongs to the cell a211oi_1. The routed layout has 94600 vias. Flip-flop count of the largest register, all copies and words added landed at 4096. The CTS report gives the tree buffer count as 415. Entering global routing, the biggest net connects 98 pins. Post-placement cell count landed at 14000.

The violation tally recorded at the end of detailed-routing iteration 0 is 7436. Summed standard-cell area reported by yosys landed at 157000 um^2. Yosys stat counts 8922 cells in the synthesized netlist. Setup repair after global routing left no endpoint under its margin. Number of iterations in the first detailed-routing pass landed at 22.

Global placer's final weighted congestion landed at 1.02. Number of buffers added to fix hold violations after cts landed at 0. Looking at hold timing, the worst path starts from data[7]. In this run the remaining antenna-violating nets after routing total 0. For hold timing, the worst endpoint is ram[70][7]. In the synthesized netlist, the cells that appear most often are edfxtp_1, a221oi_1, a22oi_1.

73 I/O pins were placed. For this run, the register share of the synthesized area comes to 0.785. The post-synth count of flops with an enable pin is 4096. Total count of max-transition violations in the final report landed at 7. Summed over all instances, the cell type with the most area after synthesis is edfxtp_1. Number of buffers on the longest clock path landed at 4. Cell depth of the worst min-delay path landed at 1. Per the detail_route report, DRC violations left total 0.

The worst setup path is launched from an input pin. Worst hold slack landed at 20.61 ns. Average instance area after synthesis landed at 17.6 um^2. From the final report, the count of setup violators was given as 0.

TritonCTS built the clock tree. Per the final layout report, the fraction of cells sized above drive strength 1 comes to 0.178. Power density over the cells landed at 19.1 nW/um^2. Excluding fillers, the count of instances in the completed layout stands at 14900. The checks that failed: max-capacitance violations, max-slew violations. Per the synthesis report, the number of distinct cell types is 75. Summed over all nets, the half-perimeter wirelength after detailed placement is 343000 um. Synthesis-to-layout area growth landed at 14.5%.

Checking hold timing, the worst path is listed with class in -> reg. In this run the standard cell core region covers 389000 um^2. The main area contributors are edfxtp_1, a221oi_1, a22oi_1, mux2_2, a21oi_1. Maximum level of the CTS H-tree landed at 5.

Of all nets on the critical path, the largest fanout is 61. The flow ran to the end, but the final reports show violations. Mapped cell area landed at 157000 um^2. The analysis reports a worst IR drop on VDD of 15.1 uV. Among all cell types in the netlist, the one instantiated most often is edfxtp_1. Post-route fraction of the period consumed by the critical path landed at 0.461. The first global-routing pass estimated 782000 um of wire. The smallest clock period supported by the final layout is computed as 48.97 ns.

The number of warnings reported in the stage logs is 27. In the final layout, the registers with the most flip-flops are ram x4096. Worst setup slack before clock tree synthesis landed at 57.58 ns. Post-CTS timing repair inserted 0 buffers for setup. The synthesized netlist handed to floorplanning was reported with a cell count of 8922. Achievable frequency landed at 20.4 MHz.

Summed over all failing endpoints, the final setup total negative slack is 0 ns. In this run the tool buffered the top-level ports with 72 buffer cells. Hold violation total from the final report landed at 0. In this run the critical path is formed by buf_8 -> buf_4 -> buf_4 -> buf_4 -> or3b_2 -> a21oi_1 -> a2111o_1 -> a211oi_1 -> o2111ai_2 -> or4b_1 -> clkdlybuf4s50_1. Relative slew slack landed at -0.0725.

Floorplan die height landed at 628 um. Die span in x landed at 628 um. Among the stages of the critical path, the cell type that occurs most often is buf_4. The CTS log lists the clock sinks for this run as 4096. Static leakage landed at 55.0 nW. Critical path's largest stage delay landed at 1.03 ns. Average wire per standard cell landed at 38.4 um. At the pin with the least slew margin, the transition time is 1.59 ns. For this run, the total global-route usage over all layers was measured as 0.317. Wire length reported by the detailed router landed at 571000 um.

Post-CTS repair ended up resizing 0 cells. The tree is rooted in a clkbuf_16. Number of max-cap violations landed at 3. The floorplan has 229 rows. The worst path meets setup with 57.33 ns of slack. For this configuration, the core starts out at a cell density of 0.402.

The required time at the worst endpoint is listed as 85.04 ns. Post-CTS clock slew at the launch and capture registers of the worst setup and hold paths landed at 0.06 ns. The area fraction of the largest cell type after synthesis is 0.785. Total global routing overflow landed at 0. The via count of the first global-routing pass is 99000.

By startpoint and endpoint, the worst setup path is classified as in -> out. Yosys reported that registers with async set or reset make up 0. The number of antenna violations at the first check in global routing was 56.

Number of warnings issued by yosys landed at 1. The worst setup path is captured at an output pin. In this run the full chip footprint comes out at 394000 um^2. Per the synth log, the flip-flop and latch total comes to 4096.

Signal arrival time at the worst endpoint landed at 27.71 ns. In the synthesized netlist the dominant register cell turns out to be edfxtp_1. More flip-flops sit in one register than any other, and that register is ram.

Per-cell via count in the routed design landed at 6.37.
## cell usage in the layout, fill, tap and decap left out, types with 101 or more instances in the layout
| cell type | count |
|---|---|
| nor2b_1 | 101 |
| mux2_2 | 277 |
| edfxtp_1 | 4096 |
| a21oi_1 | 423 |
| buf_4 | 561 |
| o21ai_0 | 316 |
| mux2i_1 | 127 |
| nor2_1 | 162 |
| nand2_1 | 231 |
| a221oi_1 | 847 |
| nor2_4 | 128 |
| clkbuf_16 | 421 |
| a22oi_1 | 468 |
| o22ai_1 | 170 |
## layer usage
| metal | global-route usage | vias up | wire length (um) |
|---|---|---|---|
| met5 | 0.123 | - | 5810 |
| met2 | 0.413 | 8565 | 239000 |
| met3 | 0.318 | 1420 | 130000 |
| met4 | 0.158 | 115 | 37100 |
| li1 | - | 38200 | - |
| met1 | 0.312 | 46300 | 160000 |
## area by class of cell
cell class	count	area (um^2)
repair buffers	610	4790
multi-input cells	4092	31700
flip-flops and latches	4096	123000
well taps	5197	6500
clock inverters	240	2230
inverters	7	50.0
clock buffers	515	10900
fillers	31700	210000
diodes	100	250
## through the flow
step	total power [W]	cell area (um^2)	util
floorplan	0.00191	157000	-
global placement	0.00203	166000	0.426
detailed placement	0.00203	166000	0.426
CTS	0.00343	179000	0.460
global route	0.00351	179000	0.460
finish	0.00343	179000	0.461
## where the power goes
group / switching, W / internal [W]
clock: 0.000615 / 0.000808
sequential: 0.00000133 / 0.00178
combinational: 0.000171 / 0.0000541
## worst max-delay path, delay by kind of cell
| kind | cells | cell delay, ns |
|---|---|---|
| AOI/OAI and AO/OA | 4 | 2.29 |
| buffers and inverters | 5 | 2.81 |
| and+or+nand+nor | 2 | 1.15 |
## cells by family after synthesis
logic type,after synthesis,synth area share
DFF,4096,0.785
AOI/OAI and AO/OA,2731,0.129
and+or+nand+nor,885,0.0274
buffers and inverters,734,0.0203
muxes,476,0.0382
## worst max path at each step
stage | cells past startpoint | startpoint | end
CTS | 11 | addr[2] | q[15]
global route | 13 | addr[2] | q[4]
finish | 11 | addr[2] | q[15]
No activity file was given, so power comes from the tool's default toggle rates.
